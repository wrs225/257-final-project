File: design/flow/run.sh
#!/bin/bash
# OpenROAD 26Q1-2900-gdf79404cd8, Yosys 0.63+post, stock flow scripts
make -C /OpenROAD-flow-scripts/flow DESIGN_CONFIG=/design/flow/config.mk WORK_HOME=/design/flow/orfs finish
File: design/flow/config.mk
export PLATFORM = sky130hd
export DESIGN_NAME = successive_approximation_register
export DESIGN_NICKNAME = successive_approximation_register
export VERILOG_FILES = /design/flow/design.v
export SDC_FILE = /design/flow/constraint.sdc
export NUM_CORES = 4
export LEC_CHECK = 1
export CORE_AREA = 10 10 76 76
export DIE_AREA = 0 0 86 86
File: design/flow/constraint.sdc
current_design successive_approximation_register

set clk_period 2.6
set clk_io_pct 0.2

create_clock -name clk0 -period $clk_period [get_ports {clk}]

set non_clock_inputs [all_inputs -no_clocks]
set_input_delay [expr $clk_period * $clk_io_pct] -clock clk0 $non_clock_inputs
set_output_delay [expr $clk_period * $clk_io_pct] -clock clk0 [all_outputs]
File: design/flow/design.v
module successive_approximation_register #(
    parameter N_BITS = 10
)
(
    input  logic feedback_value,
    input  logic conduct_comparison,
    output logic [N_BITS - 1:0] quantized_voltage,
    output logic               eoc,
    input logic clk,
    input logic reset
);
logic [$clog2(N_BITS):0] counter;
logic[N_BITS - 1:0] quantized_voltage_register;
always@(posedge clk) begin
    if(reset) begin
        counter <= 0;
    end else if(conduct_comparison) begin
        if(counter != N_BITS * 2 - 1) counter <= counter + 1;
        else counter <= 0;
    end
end
always@(posedge clk) begin
    if(reset || !conduct_comparison) begin
        quantized_voltage_register <= 0;
    end else begin 
        quantized_voltage_register[(N_BITS - counter/2) - 1] <= feedback_value;
    end
end
always@(*) begin
    int i;
    for(i=0;i<N_BITS;i++) begin
        quantized_voltage[i] = ((N_BITS - counter/2) - 1 == i) ? 1:quantized_voltage_register[i];
    end
end
assign eoc = (counter == 2*N_BITS - 1);
endmodule
==> impl_metrics.py <==
# Auto-generated metrics
metrics = {
    "clock_network": {
        "htreeDepth": 1,
        "cts_buffers": 3,
        "clockBufferDepth": 2,
        "cts_tree": "done",
        "clock_sinks": 15,
        "cts_hold_buf": 0,
        "clk_pin_slew_worst_paths_ns": 0.06,
        "clockRootBuffer": "clkbuf_8",
        "worstSkewPairLatency_ns": 0.25,
    },
    "critical_path": {
        "cp-end-kind": "flop",
        "rrSetupSlack_ns": -0.84,
        "critPathLaunchType": "flop",
        "crit_family": "simple AND/OR/NAND/NOR gates",
        "reg2reg_depth": 17,
        "slowest_stage": "dfxtp_2",
        "path_cells": "inv_4 -> ha_4 -> nor2b_4 -> nor3_4 -> nor2_4 -> mux2i_4 -> nor3_4 -> buf_6 -> nand2_4 -> ha_4 -> nand4b_1 -> nor4b_2 -> a31oi_2 -> nor3_2 -> mux2i_4 -> o311ai_2 -> o41ai_2",
        "path_buffers": 2,
        "required_ns": 2.72,
        "timing.rr.end": "quantized_voltage_register[3]",
        "path_max_fanout": 5,
        "critPathMaxStageDelay_ns": 0.35,
        "rr_startpoint": "counter[3]",
        "arrival_ns": 3.56,
        "worstSetupPathType": "flop to flop",
    },
    "place": {
        "routabilityCongestion": 0.883,
        "place_inst": 272,
        "hpwlAfterDp_mm": 3.12,
        "port_buffers": 14,
    },
    "min_path": {
        "hold_start": "quantized_voltage_register[8]",
        "hold_path_depth": 2,
        "hp-class": "flop to flop",
        "min_to": "quantized_voltage_register[8]",
    },
    "synthesis": {
        "synth_cells": 178,
        "simple_gate_area_share_pct": 29.3,
        "ys_area_mm2": 0.00147,
        "synthFlopType": "dfxtp_1",
        "synth_area_mm2": 0.00147,
        "ys_cells": 178,
        "async_reset_ff_share_pct": 0,
        "xor_share_pct": 3.48,
        "ys_types": 51,
        "ys_ff": 15,
        "edf_count": 0,
        "yosysWarnings": 1,
        "yosys.area.top_type_share_pct": 20.4,
        "yosys-top-cells-count": "nand2_1 (21), ha_1 (18), dfxtp_1 (15)",
        "ys_sh_adder_pct": 15.3,
        "most_common_cell": "nand2_1",
        "mux_share_pct": 7.82,
        "logic_family": "simple AND/OR/NAND/NOR gates",
        "ys_seq_share_pct": 20.4,
        "yosys.area.top_type": "dfxtp_1",
        "post_synth.cell_area_avg_um2": 8.27,
        "synthAoiAreaFrac_pct": 19.5,
        "ys_top_cells_by_area": "dfxtp_1 (20%), ha_1 (15%), mux2i_1 (6.1%)",
    },
    "final_timing": {
        "fin_tns_setup_ns": -9.65,
        "tightestPinTransition_ns": 0.719,
        "finalClockSkew_ns": 0.000722,
        "fin_ws_ns": -0.838,
        "period_used_pct": 132,
        "hold_viol": 0,
        "holdWs_ns": 0.458,
        "rsz0062_at_grt": "true",
        "layout_min_cycle_time_ns": 3.44,
        "setup_viol": 20,
        "drv_slew": 0,
        "clock.fmax_ghz": 0.291,
        "slew_headroom_pct": 51.7,
    },
    "final_layout": {
        "instances_no_fill": 287,
        "area_growth_pct": 63.0,
        "final_util_pct": 58.3,
        "fillers": 341,
        "layout-drive-gt1-share_pct": 45.1,
    },
    "global_route": {
        "grt_pass1_wl_mm": 7.16,
        "grt.total_usage_pct": 11.5,
        "antenna_found_initial": 0,
        "overflow": 0,
        "grt_max_degree": 11,
        "grt_pass1_vias": 1513,
    },
    "floorplanning": {
        "die_w_um": 86,
        "num_rows": 23,
        "fp_util_pct": 35.8,
        "dieHeight_um": 86,
        "io_pins": 15,
        "coreArea_mm2": 0.00412,
        "chipArea_mm2": 0.00740,
    },
    "route": {
        "drc_errors": 0,
        "drtIter0Drc": 52,
        "via_per_inst": 5.23,
        "vias": 1502,
        "drt_pass1_iterations": 4,
        "route.antenna.diode_count": 0,
        "wirelength_mm": 4.29,
        "detail_route.wl_per_cell_um": 15.0,
        "antenna_left": 0,
    },
    "pwr": {
        "powerDensity_mw_per_mm2": 278,
        "leakage_uw": 0.00107,
        "p_total_uw": 667,
        "ir_worst_vdd_uv": 247,
    },
    "flow_run": {
        "tool_warnings": 36,
        "cap_violations": 0,
    },
    "outcome": {
        "status": "complete, but fails checks",
        "violations": "negative setup slack",
    },
}
==> cell usage in the layout (no fill, tap or decap), types with 3 or more instances in the layout <==
| cell | instances |
|---|---|
| ha_4 | 7 |
| clkdlybuf4s50_1 | 7 |
| nor3_2 | 3 |
| nand3_1 | 4 |
| nor4bb_1 | 4 |
| nor2_1 | 8 |
| nor3_4 | 4 |
| nand4b_1 | 3 |
| a21o_1 | 7 |
| o21a_1 | 3 |
| nand2_1 | 18 |
| a21oi_1 | 5 |
| dlygate4sd2_1 | 5 |
| clkbuf_8 | 3 |
| buf_6 | 7 |
| dfxtp_1 | 12 |
| nor3_1 | 5 |
| buf_4 | 43 |
| mux2i_1 | 8 |
| inv_2 | 3 |
| nor4_4 | 3 |
| ha_1 | 10 |
==> repair_timing <==
item	CTS	global route
buffers inserted	11	3
setup endpoints to repair	20	20
gates resized	34	19
pin swaps	15	8
hold endpoints to repair	0	0
==> worst reg2reg max path, cell delays in order (launching register included) <==
cell and delay [ns]:
dfxtp_2 0.35, inv_4 0.05, ha_4 0.15, nor2b_4 0.13, nor3_4 0.22, nor2_4 0.07, mux2i_4 0.20, nor3_4 0.27
buf_6 0.16, nand2_4 0.05, ha_4 0.27, nand4b_1 0.12, nor4b_2 0.27, a31oi_2 0.13, nor3_2 0.29, mux2i_4 0.14
o311ai_2 0.32, o41ai_2 0.12
==> metal layers <==
layer | GRT usage [%] | wire, µm | up-vias
met3 | 1.53 | 136 | 2
met4 | 0.898 | 16 | 0
met5 | 0 | 0 | -
li1 | - | - | 779
met2 | 18.9 | 1990 | 16
met1 | 16.1 | 2140 | 705
==> flip-flops by register name (all words and copies together), names as in the netlist <==
register,cells
counter,5
quantized_voltage_register,10
==> per-stage QoR <==
stage	worst slack (ns)	instance area (µm²)
2_1_floorplan	-0.669	1610
3_3_place_gp	-0.746	2040
3_5_place_dp	-0.857	2040
4_1_cts	-0.739	2290
5_1_grt	-1.00	2400
6_report	-0.838	2400
==> kinds of logic after synthesis <==
kind of cell | Yosys count
xor gates and xnor gates | 5
buffers and inverters | 14
muxes | 11
and+or+nand+nor | 78
adders and majority gates | 18
DFF | 15
AOI/OAI and AO/OA | 37
==> how the worst max path moves through the flow <==
stage | from | endpoint | slack [ns] | cells past startpoint
after global routing | counter[1] | quantized_voltage_register[7] | -1.00 | 14
final | counter[3] | quantized_voltage_register[3] | -0.84 | 17
after CTS | counter[3] | quantized_voltage_register[3] | -0.74 | 17
==> area by class of cell <==
type                    instances  area (µm²)  share of cell area [%]
multi-input cells             149        1430                    59.4
repair buffers                 63         528                    22.0
flip-flops and latches         15         309                    12.9
well taps                      50        62.6                    2.61
clock buffers                   3        41.3                    1.72
inverters                       6        30.0                    1.25
clock inverters                 1        5.00                   0.208
==> report_power, final <==
group | total, µW | switching (µW) | internal [µW]
Sequential | 239 | 5.40 | 234
Clock | 193 | 86.7 | 106
Combinational | 235 | 120 | 115
Total | 667 | 212 | 455
Power figures rest on the tool's default switching activity, not on a simulated workload.
